`flow/run.sh`:
```
#!/bin/bash
# OpenROAD 26Q1-2900-gdf79404cd8, Yosys 0.63+post, stock flow scripts
make -C /OpenROAD-flow-scripts/flow DESIGN_CONFIG=/design/flow/config.mk WORK_HOME=/design/flow/orfs finish
```
`flow/config.mk`:
```
export PLATFORM = sky130hd
export DESIGN_NAME = HazardUnit
export DESIGN_NICKNAME = HazardUnit
export VERILOG_FILES = /design/flow/design.v
export SDC_FILE = /design/flow/constraint.sdc
export NUM_CORES = 4
export LEC_CHECK = 1
export CORE_AREA = 10 10 70 70
export DIE_AREA = 0 0 80 80
```
`flow/constraint.sdc`:
```
current_design HazardUnit

set clk_period 3.0
set clk_io_pct 0.2

create_clock -name clk0 -period $clk_period

set non_clock_inputs [all_inputs -no_clocks]
set_input_delay [expr $clk_period * $clk_io_pct] -clock clk0 $non_clock_inputs
set_output_delay [expr $clk_period * $clk_io_pct] -clock clk0 [all_outputs]
```
`flow/design.v`:
```
module StallUnit(input reset,
                 input [31:0] instr_D,instr_E,instr_M,
                 output reg stall);
always @ (*)
     begin 
   if(reset==1'b0)	
	  stall<=1'b0;
	else if(load(instr_E))
          begin
            if(cal_r(instr_D) && instr_E[11:7] == instr_D[24:20])
               stall <= 1'b1; 
            else if((cal_r(instr_D) || cal_i(instr_D) || load(instr_D) || store(instr_D))  && instr_E[11:7] == instr_D[19:15])
               stall <= 1'b1; 
            else 
               stall <= 1'b0;
          end  
     else if(cal_i(instr_E))  
              stall <= 1'b0;     
     else if(cal_r(instr_E) && instr_E[11:7] != 5'b0 ) 
              stall <= 1'b0;
     else if(load(instr_M))
              stall <= 1'b0;
     else 
           stall <= 1'b0;
     end  
function load;
   input [31:0] instr ;
    load =  ((instr[6:0]==5'b0000011 && instr[14:12]==3'b000 ) || (instr[6:0]==5'b0000011 && instr[14:12]==3'b100 ) || (instr[6:0]==5'b0000011 && instr[14:12]==3'b001 ) || (instr[6:0]==5'b0000011 && instr[14:12]==3'b101 ) || (instr[6:0]==5'b0000011 && instr[14:12]==3'b010 ));
endfunction  
function cal_r; 
   input [31:0] instr;
    cal_r = ((instr[6:2]==5'b01100 && instr[14:12]==3'b000 && instr[30]==0&& instr[26:25]==2'b00)  || (instr[6:2]==5'b01100 && instr[14:12]==3'b000 && instr[30]==1&& instr[26:25]==2'b00)  || (instr[6:2]==5'b01100 && instr[14:12]==3'b010&& instr[26:25]==2'b00) || (instr[6:2]==5'b01100 && instr[14:12]==3'b011&& instr[26:25]==2'b00) || (instr[6:2]==5'b01100 && instr[14:12]==3'b001&& instr[26:25]==2'b00) || (instr[6:2]==5'b01100 && instr[14:12]==3'b101&& instr[30]==0&& instr[26:25]==2'b00) || (instr[6:2]==5'b01100 && instr[14:12]==3'b101&& instr[30]==1&& instr[26:25]==2'b00) ||  (instr[6:2]==5'b01100 && instr[14:12]==3'b110&& instr[26:25]==2'b00) || (instr[6:2]==5'b01100 && instr[14:12]==3'b110&& instr[26:25]==2'b00) || (instr[6:2]==5'b01100 && instr[14:12]==3'b100&& instr[26:25]==2'b00));
endfunction  
function cal_i;
   input [31:0] instr;
    cal_i = ((instr[6:2]==5'b00100 && instr[14:12]==3'b000)  || (instr[6:2]==5'b00100 && instr[14:12]==3'b110) || (instr[6:2]==5'b00100 && instr[14:12]==3'b100) || (instr[6:2]==5'b00100 && instr[14:12]==3'b010) || (instr[6:2]==5'b00100 && instr[14:12]==3'b011) || (instr[6:2]==5'b00100 && instr[14:12]==3'b001)||(instr[6:2]==5'b00100 && instr[14:12]==3'b101&& instr[30]==0)||(instr[6:2]==5'b00100 && instr[14:12]==3'b101&& instr[30]==1)||(instr[6:2]==5'b00100 && instr[14:12]==3'b111));
endfunction  
function store;
   input [31:0] instr;
    store = ((instr[6:2]==5'b01000 && instr[14:12]==3'b000 ) || (instr[6:2]==5'b01000 && instr[14:12]==3'b001 ) || (instr[6:2]==5'b01000 && instr[14:12]==3'b010 ));
endfunction  
endmodule  
module HazardUnit(input [31:0] instr_D,instr_E,instr_M,instr_W,
                  output reg [1:0] FowardRS1E,FowardRS2E, 
                  output reg       FowardRDM);
   always @(*)  
     if((cal_r(instr_M) && instr_M[11:7] != 5'b0) && instr_M[11:7] == instr_E[19:15])  
       FowardRS1E <= 2'b01;
     else if(cal_i(instr_M) && instr_M[11:7] == instr_E[19:15])  
       FowardRS1E <= 2'b01;
     else if((cal_r(instr_W) && instr_W[11:7] != 5'b0) && instr_W[11:7] == instr_E[19:15])  
       FowardRS1E <= 2'b11;
     else if(cal_i(instr_W) && instr_W[11:7] == instr_E[19:15])  
       FowardRS1E <= 2'b11;
     else if(load(instr_W) && instr_W[11:7] == instr_E[19:15])  
       FowardRS1E <= 2'b11;
     else
       FowardRS1E <= 2'b00;
   always @(*)  
     if((cal_r(instr_M) && instr_M[11:7] != 5'b0) && instr_M[11:7] == instr_E[24:20])  
       FowardRS2E <= 2'b01;
     else if(cal_i(instr_M) && instr_M[11:7] == instr_E[24:20])  
       FowardRS2E <= 2'b01;
     else if((cal_r(instr_W) && instr_W[11:7] != 5'b0 ) && instr_W[11:7] == instr_E[24:20])  
       FowardRS2E <= 2'b11;
     else if(cal_i(instr_W) && instr_W[11:7] == instr_E[24:20])  
       FowardRS2E <= 2'b11;
     else if(load(instr_W) && instr_W[11:7] == instr_E[24:20])  
       FowardRS2E <= 2'b11;
     else
       FowardRS2E <= 2'b00;
   always @(*)  
     if((cal_r(instr_W) && instr_W[11:7] != 5'b0 ) && instr_W[11:7] == instr_M[24:20])  
       FowardRDM <= 1'b1;
     else if((cal_i(instr_W) || load(instr_W)) && instr_W[11:7] == instr_M[24:20])  
       FowardRDM <= 1'b1;
     else
       FowardRDM <= 1'b0;
function load;
   input [31:0] instr;
    load = ((instr[6:0]==5'b0000011 && instr[14:12]==3'b000 ) || (instr[6:0]==5'b0000011 && instr[14:12]==3'b100 ) || (instr[6:0]==5'b0000011 && instr[14:12]==3'b001 ) || (instr[6:0]==5'b0000011 && instr[14:12]==3'b101 ) || (instr[6:0]==5'b0000011 && instr[14:12]==3'b010 ));
endfunction  
function cal_r; 
   input [31:0] instr;
  cal_r = ((instr[6:2]==5'b01100 && instr[14:12]==3'b000 && instr[30]==0&& instr[26:25]==2'b00)  || (instr[6:2]==5'b01100 && instr[14:12]==3'b000 && instr[30]==1&& instr[26:25]==2'b00)  || (instr[6:2]==5'b01100 && instr[14:12]==3'b010&& instr[26:25]==2'b00) || (instr[6:2]==5'b01100 && instr[14:12]==3'b011&& instr[26:25]==2'b00) || (instr[6:2]==5'b01100 && instr[14:12]==3'b001&& instr[26:25]==2'b00) || (instr[6:2]==5'b01100 && instr[14:12]==3'b101&& instr[30]==0&& instr[26:25]==2'b00) || (instr[6:2]==5'b01100 && instr[14:12]==3'b101&& instr[30]==1&& instr[26:25]==2'b00) ||  (instr[6:2]==5'b01100 && instr[14:12]==3'b110&& instr[26:25]==2'b00) || (instr[6:2]==5'b01100 && instr[14:12]==3'b110&& instr[26:25]==2'b00) || (instr[6:2]==5'b01100 && instr[14:12]==3'b100&& instr[26:25]==2'b00));
endfunction  
function cal_i;
   input [31:0] instr;
    cal_i = ((instr[6:2]==5'b00100 && instr[14:12]==3'b000)  || (instr[6:2]==5'b00100 && instr[14:12]==3'b110) || (instr[6:2]==5'b00100 && instr[14:12]==3'b100) || (instr[6:2]==5'b00100 && instr[14:12]==3'b010) || (instr[6:2]==5'b00100 && instr[14:12]==3'b011)||(instr[6:2]==5'b00100 && instr[14:12]==3'b001)||(instr[6:2]==5'b00100 && instr[14:12]==3'b101&& instr[30]==0)||(instr[6:2]==5'b00100 && instr[14:12]==3'b101&& instr[30]==1)||(instr[6:2]==5'b00100 && instr[14:12]==3'b111));
endfunction  
function store;
   input [31:0] instr;
    store = ((instr[6:2]==5'b01000 && instr[14:12]==3'b000 ) || (instr[6:2]==5'b01000 && instr[14:12]==3'b001 ) || (instr[6:2]==5'b01000 && instr[14:12]==3'b010 ));
endfunction  
endmodule  
```
==> results.sh <==
# flow metrics
export IMPL_chipArea_sq_um=6400
export IMPL_endpoint_kind="primary output"
export IMPL_outcome="finished, final reports clean"
export IMPL_syn_area_sq_um=410.4
export IMPL_crit_fanout=4
export IMPL_drcViolationCount=0
export IMPL_yosysUniqueCellTypes=16
export IMPL_initCoreUtil_pct=12.01
export IMPL_powerDensity_nw_per_um2=117.5
export IMPL_seq_cells=0
export IMPL_num_vias=635
export IMPL_timing_final_hold_violations=0
export IMPL_dp_hpwl_um=1969
export IMPL_arrival_ns=2.30
export IMPL_grt_max_degree=5
export IMPL_ys_cells=55
export IMPL_final_max_slew_viol_count=0
export IMPL_grt_first_pass_wirelength_um=3443
export IMPL_areaGrowthSynthToFinish_pct=172.0
export IMPL_setup_viol=0
export IMPL_worst_pin_slew_ns=0.4154
export IMPL_ys_seq_share_pct=0
export IMPL_crit_slowest_cell="or4_1"
export IMPL_die_x_um=80
export IMPL_top_cells_by_area="xnor2_1 (28%), xor2_1 (26%), nor3_1 (7.3%)"
export IMPL_worst_path_buf_inv=2
export IMPL_critical_path_top_delay_family="buffers and inverters"
export IMPL_core_region_area_sq_um=3416
export IMPL_drt_iter0_markers=5
export IMPL_rsz0062_at_grt="false"
export IMPL_holdCritPathClass="input pin to primary output"
export IMPL_top_area_cell="xnor2_1"
export IMPL_synth_area_per_cell_sq_um=7.462
export IMPL_fin_crit_sh_pct=96.78
export IMPL_dp_cells=163
export IMPL_cts_hold_buffers_added=0
export IMPL_ys_chip_area_sq_um=410.4
export IMPL_wl_um=2106
export IMPL_clkbuf_count=0
export IMPL_maxSlewHeadroom_pct=72.09
export IMPL_place_congestion=0.8164
export IMPL_fillers=343
export IMPL_synth_most_common_cell="xnor2_1"
export IMPL_p_total_w=0.0001312
export IMPL_tool_warnings=114
export IMPL_die_h_um=80
export IMPL_wl_per_cell_um=12.84
export IMPL_avgViaCountPerCell=3.872
export IMPL_yosys_warnings=1
export IMPL_ant_nets=0
export IMPL_ios=133
export IMPL_final_seq_area_sq_um=0
export IMPL_port_buffers=52
export IMPL_grt_pass1_vias=717
export IMPL_period_minus_slack_ns=2.903
export IMPL_leakagePower_nw=0.4159
export IMPL_slowest_delay_ns=0.49
export IMPL_top_cell_area_share_pct=27.74
export IMPL_rows=21
export IMPL_cap_violations=0
export IMPL_antenna_cells=0
export IMPL_post_route_util_pct=32.67
export IMPL_path_cells="clkdlybuf4s50_1 -> or4_1 -> nor2_2 -> o221a_4 -> nor3_2 -> clkdlybuf4s50_1"
export IMPL_start_kind="input pin"
export IMPL_critPathMostFrequentCell="clkdlybuf4s50_1"
export IMPL_track_usage_pct=6.465
export IMPL_dr_pass1_iters=2
export IMPL_antenna_found_initial=0
export IMPL_drive_gt1_share_pct=16.10
export IMPL_grt_ovfl_total=0
export IMPL_top_cells_by_count="xnor2_1 (13), xor2_1 (12), nor3_1 (6)"
export IMPL_peakVddDrop_mv=0.05326
export IMPL_worstSetupPathType="input pin to primary output"
export IMPL_layout_cells_non_filler=164
export IMPL_synth_cells=55
export IMPL_max_freq_mhz=344.4
export IMPL_required_ns=2.40
[power breakdown]
group          internal (W)  leakage, nW  switching (W)
Clock                     0            0              0
Combinational     0.0000885        0.416      0.0000427
Sequential                0            0              0
Total             0.0000885        0.416      0.0000427
[per-stage QoR]
stage           TNS, ns  cell area [sq um]  setup WS [ns]  hold slack [ns]
3_3_place_gp    -0.4634               1064        -0.1173            2.250
5_1_grt               0               1116       0.005665            1.966
6_report              0               1116        0.09651            1.917
4_1_cts        -0.08657               1090       -0.08657            2.028
3_5_place_dp    -0.4679               1064        -0.1234            2.247
2_1_floorplan         0              410.4         0.8397            1.322
[worst paths after layout]
path / to / start / depth (start not counted) / slack (ns)
min: FowardRS2E[1] / instr_W[9] / 6 / 1.92
max: FowardRDM / instr_W[8] / 6 / 0.1
[routing by layer]
layer	up-vias	GRT usage, %	part of all wire [%]
li1	334	-	-
met1	267	8.701	44
met4	0	0	0
met2	34	9.470	41
met5	-	0	0
met3	0	3.409	15
[final cells by class]
type,instances,area [sq um],share of cell area [%]
timing repair buffer,63,600.6,53.81
inverter,1,3.754,0.3363
tap,46,57.56,5.157
multi-input combinational,54,454.2,40.70
[cells by family after synthesis]
kind of cell	synth area share, %
and+or+nand+nor	33.23
buffers and inverters	0.9138
xor gates and xnor gates	53.35
AOI/OAI and AO/OA	12.50
[placed cells by master, fill, tap and decap left out, types with 2 or more instances in the layout]
cell type	instances
buf_4	11
clkdlybuf4s50_1	46
dlygate4sd2_1	4
nand3_1	4
nand4_1	4
nor2_1	2
nor3_1	5
nor3b_2	2
o21ai_1	2
xnor2_1	13
xor2_1	12
[repair_timing]
item	4_1_cts	5_1_grt
buffers inserted	1	0
setup endpoints to repair	5	4
pin swaps	5	5
resized	12	5
Power figures rest on the tool's default switching activity, not on a simulated workload.
